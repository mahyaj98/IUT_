[./design.v]
`timescale 1ns / 1ps
module FIR_filter(input Clk,input [15:0] X_input,output reg [15:0] Y_output);
    reg  [15:0] COE [18:0];   
    wire [15:0] Add_res;
    wire [15:0] Mul_res [18:0];
	 initial begin 	 
	 COE[0] = 26;
	 COE[1] = 270;
	 COE[2] = 963;
	 COE[3] = 2424;
	 COE[4] = 4869;
	 COE[5] = 8259;
	 COE[6] = 12194;
	 COE[7] = 15948;
	 COE[8] = 18666;
	 COE[9] = 19660;
	 COE[10] = 18666;
	 COE[11] = 15948;
	 COE[12] = 12194;
	 COE[13] = 8259;
	 COE[14] = 4869;
	 COE[15] = 2424;
	 COE[16] = 963;
	 COE[17] = 270;
	 COE[18] = 26;
	 end 
	 assign Mul_res[0] = X_input * COE[0];
	 assign Mul_res[1] = X_input * COE[1];
	 assign Mul_res[2] = X_input * COE[2];
	 assign Mul_res[3] = X_input * COE[3];
	 assign Mul_res[4] = X_input * COE[4];
	 assign Mul_res[5] = X_input * COE[5];
	 assign Mul_res[6] = X_input * COE[6];
	 assign Mul_res[7] = X_input * COE[7];
	 assign Mul_res[8] = X_input * COE[8];
	 assign Mul_res[9] = X_input * COE[9];
	 assign Mul_res[10] = X_input * COE[10];
	 assign Mul_res[11] = X_input * COE[11];
	 assign Mul_res[12] = X_input * COE[12];
	 assign Mul_res[13] = X_input * COE[13]; 
	 assign Mul_res[14] = X_input * COE[14]; 
	 assign Mul_res[15] = X_input * COE[15]; 
	 assign Mul_res[16] = X_input * COE[16]; 
	 assign Mul_res[17] = X_input * COE[17]; 
	 assign Mul_res[18] = X_input * COE[18];
	 assign Add_res = Mul_res[0]+Mul_res[1]+Mul_res[2]+Mul_res[3]+
	Mul_res[4]+Mul_res[5]+Mul_res[6]+Mul_res[7]+
	Mul_res[8]+Mul_res[9]+Mul_res[10]+Mul_res[11]+Mul_res[12]+Mul_res[13]+
	Mul_res[14]+Mul_res[15]+Mul_res[16]+Mul_res[17]+Mul_res[18];
    always@ (posedge Clk)
        Y_output <= Add_res;
initial $monitor("%b\n",Y_output);
endmodule
[./run.sh]
#!/bin/bash
# OpenROAD 26Q1-2900-gdf79404cd8, Yosys 0.63+post, stock flow scripts
make -C /OpenROAD-flow-scripts/flow DESIGN_CONFIG=/design/flow/config.mk WORK_HOME=/design/flow/orfs finish
[./config.mk]
export PLATFORM = sky130hd
export DESIGN_NAME = FIR_filter
export DESIGN_NICKNAME = FIR_filter
export VERILOG_FILES = /design/flow/design.v
export SDC_FILE = /design/flow/constraint.sdc
export NUM_CORES = 4
export LEC_CHECK = 1
export CORE_UTILIZATION = 30
[./constraint.sdc]
current_design FIR_filter

set clk_period 12.6
set clk_io_pct 0.2

create_clock -name clk0 -period $clk_period [get_ports {Clk}]

set non_clock_inputs [all_inputs -no_clocks]
set_input_delay [expr $clk_period * $clk_io_pct] -clock clk0 $non_clock_inputs
set_output_delay [expr $clk_period * $clk_io_pct] -clock clk0 [all_outputs]
==> results.yml <==
# implementation run metrics
placement:
  dp.cells: 3744
  dp_hpwl_mm: 78.66
  post_dp_cell_area_um2: 28900
  portBuffers: 30
  pre_cts_ws_ns: 0.1659
  gp_routability_congestion: 1.047
die:
  core_area_um2: 87020
  floorplanUtilization: 0.3039
  rows: 108
  die_wd_um: 298.9
  chip_area_um2: 89360
  io_pins: 33
  chipHeight_um: 298.9
finish:
  largest_register: "Y_output"
  final-instance-count-excl-fill: 3748
  seqCellArea_um2: 300.3
  largest_register_ffs: 15
  mostFrequentLayoutCells: "979 x sky130_fd_sc_hd__inv_1, 682 x sky130_fd_sc_hd__fa_1, 532 x sky130_fd_sc_hd__ha_1"
  mostFrequentLayoutCell: "sky130_fd_sc_hd__inv_1"
  syn_to_final_growth_pct: 9.546
  final_design_utilization: 0.3329
  layout.filler_cells: 8918
  mi_logic_area_um2: 22450
  final_layout_size_suffix_gt1_frac: 0.04319
  largestRegisters: "Y_output x15"
  finish.instance_area_um2: 28970
final_timing:
  maxSlewViolCount: 0
  setup_tns_ns: 0
  fin_crit_sh: 0.9692
  worst_hold_slack_ns: 3.247
  setup_slack_ns: 0.3880
  clock.fmax_ghz: 0.08189
  grt_setup_unrepaired: "false"
  tightestPinTransition_ns: 0.7569
  finalWorstPathRequiredPeriod_ns: 12.21
  relative_slew_slack: 0.4938
  report.final.hold_viol_count: 0
  setup-violations-final: 0
cts:
  max-clock-path-buffers: 2
  worst_setup_hold_path_clk_slew_ns: 0.05
  hold_buffers: 0
  tritoncts_num_sinks: 15
  cts_root_buffer: "sky130_fd_sc_hd__clkbuf_16"
  cts.htree.levels: 1
  cts_tree: "yes"
  post_cts_buffers: 0
  ctsResizeCount: 0
  total_clock_buffers_created_by_cts: 3
synth:
  yosys_cells: 2465
  synth-simple-area-share: 0.002649
  netlist_instances: 2465
  synth_chip_area_um2: 26450
  syn_area_cell_um2: 10.73
  yosys.cell_types.count: 27
  yosysWarningCount: 2
  synthesized_area_fraction_occupied_by_ao_oa_aoi_and_oai_cells: 0.005346
  synth_adder_area_share: 0.7679
  yosys.area_share.xor_xnor: 0.07257
  ys_seq_elements: 15
  synth.yosys.seq_area_share: 0.01135
  yosys-dominant-comb-family: "adder cells"
  synthesis.area_um2: 26450
  synth.area.mux_share: 0.0003784
routing:
  drc: 0
  route.vias.total: 15840
  antenna-diode-count: 0
  via_per_inst: 4.225
  drt-wirelength-per-cell_um: 22.86
  route.final.wire_length_mm: 85.67
  detailedRoute.firstIterationViolations: 605
  drt_pass1_iterations: 5
  ant_nets: 0
flow_run:
  cap_violations: 0
  stage_log_warnings: 55
critical_path:
  critical_path_arrival_ns: 12.41
  worstSetupStartpointType: "primary input"
  critical-path-slowest-cell: "sky130_fd_sc_hd__ha_1"
  critPathMaxStageDelay_ns: 0.82
  cp_common_cell: "sky130_fd_sc_hd__fa_1"
  worst_setup_path_end_kind: "flop"
  worstPathMaxFanout: 6
  timing.setup.critical_path_class: "primary input to flop"
  worstPathRequired_ns: 12.79
global_route:
  grt_antenna_before_repair: 1
  grt_overflow: 0
  grt_pass1_wl_mm: 126.2
  groute.usage.overall: 0.2128
  first_global_vias: 18290
  maximum_number_of_pins_on_one_net_before_global_route_repair: 22
hold_path:
  hold_path_depth: 3
  startpoint_of_the_worst_hold_path: "X_input[0]"
  hold_path_class: "primary input to flop"
  whs_endpoint: "Y_output[1]"
run_status:
  outcome: "completed"
synthesized netlist by cell type:
cell	count	area share
sky130_fd_sc_hd__inv_1	979	0.14
sky130_fd_sc_hd__o21bai_1	6	0.0017
sky130_fd_sc_hd__mux2i_1	1	0.00038
sky130_fd_sc_hd__ha_1	532	0.25
sky130_fd_sc_hd__xor2_2	1	0.00062
sky130_fd_sc_hd__nand2b_1	1	0.00024
sky130_fd_sc_hd__and2_1	2	0.00047
sky130_fd_sc_hd__buf_4	1	0.00028
sky130_fd_sc_hd__o22ai_1	1	0.00024
sky130_fd_sc_hd__fa_1	682	0.52
sky130_fd_sc_hd__a21oi_1	7	0.0013
sky130_fd_sc_hd__nand2_1	4	0.00057
sky130_fd_sc_hd__dfxtp_1	15	0.011
sky130_fd_sc_hd__a211oi_1	2	0.00057
sky130_fd_sc_hd__nor2b_1	2	0.00047
sky130_fd_sc_hd__xor2_1	28	0.0093
sky130_fd_sc_hd__o21a_1	1	0.00028
sky130_fd_sc_hd__or3_1	2	0.00047
sky130_fd_sc_hd__xnor3_1	1	0.00085
sky130_fd_sc_hd__buf_2	1	0.00019
sky130_fd_sc_hd__xnor2_1	183	0.061
sky130_fd_sc_hd__xnor2_2	2	0.0012
sky130_fd_sc_hd__a21o_1	3	0.00085
sky130_fd_sc_hd__nor2_1	3	0.00043
sky130_fd_sc_hd__clkbuf_1	2	0.00028
sky130_fd_sc_hd__o21ai_0	2	0.00038
sky130_fd_sc_hd__conb_1	1	0.00014
how the worst max path moves through the flow:
stage                       start            to
after CTS             X_input[10]  Y_output[15]
after global routing  X_input[10]  Y_output[15]
final                  X_input[8]  Y_output[15]
critical path: cells and delay by family:
family                   cells  cell delay (ns)
adder cells (fa/ha/maj)     13             6.83
XOR/XNOR                     9             1.70
buffers and inverters        5             1.32
layout make-up:
| cell class | count | area share |
|---|---|---|
| Clock buffer | 4 | 0.002721 |
| Inverter | 979 | 0.1268 |
| Multi-Input combinational cell | 1467 | 0.7750 |
| Sequential cell | 15 | 0.01036 |
| Tap cell | 1155 | 0.04988 |
| Timing Repair Buffer | 128 | 0.03524 |
kinds of logic after synthesis:
kind of cell               count (synthesis)
adders and majority gates               1214
buffers and inverters                    983
xor gates and xnor gates                 215
AOI/OAI and AO/OA                         22
DFF                                       15
and+or+nand+nor                           14
other                                      1
muxes                                      1
metal layers:
layer	up-vias	GRT usage	part of all wire	wire length (um)
met5	-	0	0.00015	13
met4	2	0.06657	0.043	3697
met2	554	0.3201	0.45	38850
met3	125	0.1003	0.11	9382
li1	7231	-	-	-
met1	7924	0.2779	0.39	33720
